### flow/run.sh
#!/bin/bash
# OpenROAD 26Q1-2900-gdf79404cd8, Yosys 0.63+post, stock flow scripts
make -C /OpenROAD-flow-scripts/flow DESIGN_CONFIG=/design/flow/config.mk WORK_HOME=/design/flow/orfs finish
### flow/config.mk
export PLATFORM = sky130hd
export DESIGN_NAME = exmemreg
export DESIGN_NICKNAME = exmemreg
export VERILOG_FILES = /design/flow/design.v
export SDC_FILE = /design/flow/constraint.sdc
export NUM_CORES = 4
export LEC_CHECK = 1
export CORE_AREA = 10 10 242 242
export DIE_AREA = 0 0 252 252
### flow/design.v
`timescale 1ns / 1ps
module exmemreg(
  input clk,reset,
  input [63:0] adderout,  
  input [63:0] resultinalu, 
  input zeroin, 
  input [63:0] writedatain,  
  input [4:0] rdin,  
  input branchin,memreadin, memtoregin, memwritein, regwritein,  
  input addermuxselectin,
  output reg [63:0] exmemadderout,
  output reg exmemzero,
  output reg [63:0] exmemresultoutalu,
  output reg [63:0] exmemwritedataout,
  output reg [4:0] exmemrd,
  output reg exmembranch, exmemmemread, exmemmemtoreg, exmemmemwrite, exmemregwrite,
  output reg exmemaddermuxselect);
  always @(posedge clk)
    begin
      if (reset == 1'b1)
        begin
          exmemadderout = 64'b0;
          exmemzero = 1'b0;
          exmemresultoutalu = 63'b0;
          exmemwritedataout = 64'b0;
          exmemrd = 5'b0;
          exmembranch = 1'b0;
          exmemmemread = 1'b0;
          exmemmemtoreg =1'b0;
          exmemmemwrite = 1'b0;
          exmemregwrite = 1'b0;
          exmemaddermuxselect = 1'b0;
        end
      else
        begin
          exmemadderout = adderout;
          exmemzero = zeroin;
          exmemresultoutalu = resultinalu;
          exmemwritedataout = writedatain;
          exmemrd = rdin;
          exmembranch = branchin;
          exmemmemread = memreadin;
          exmemmemtoreg = memtoregin;
          exmemmemwrite = memwritein;
          exmemregwrite = regwritein;
          exmemaddermuxselect = addermuxselectin;
        end
    end
endmodule
### flow/constraint.sdc
current_design exmemreg

set clk_period 1.0
set clk_io_pct 0.2

create_clock -name clk0 -period $clk_period [get_ports {clk}]

set non_clock_inputs [all_inputs -no_clocks]
set_input_delay [expr $clk_period * $clk_io_pct] -clock clk0 $non_clock_inputs
set_output_delay [expr $clk_period * $clk_io_pct] -clock clk0 [all_outputs]
==> out/notes.md <==
Clocking
* Max H-tree Level: 1
* Bufs on Longest Clock Path: 3
* Sink Count: 204
* CTS buffer count: 25
* Clock transition at path regs: 0.06 ns
* number of buffers inserted to repair setup after CTS: 0
* CTS root buf: sky130_fd_sc_hd__clkbuf_16
* CTS tree: built

Detailed routing
* Total Routed Length: 23300 um
* count of antenna-violating nets left after detailed routing: 0
* final routed wire length divided by cell count: 14.8 um
* number of vias after detailed routing: 4413
* average vias per placed instance: 2.80
* post-route DRC violation count: 0
* drt first pass iters: 4
* antenna diode count: 0
* number of DRC markers in iteration 0: 90

Pwr
* power density cells: 1910 nW/um^2
* sequential power share: 43.2%
* internal power contribution: 15.8 mW
* IR drop worst, VDD: 1.22 mV
* P_leak: 4.53 nW
* Switch Pwr: 4.34 mW
* combinational fraction of design power: 8.7%
* clock network fraction of total power: 48.2%
* Switching Share: 21.5%

Placed design
* cell area after placement: 10600 um^2
* buffers added on ports: 409
* placer's final routability congestion estimate: 0.806
* pre-CTS worst setup slack: -0.303 ns
* hpwl dp: 18600 um

Setup path
* required time of the worst setup path: 0.80 ns
* Slowest-stage cell, CP: sky130_fd_sc_hd__dfxtp_4
* Bufs and invs on worst path: 1
* WS Path Type: flip-flop to output pin
* sequence of cells on the critical path: buf_6
* Critical Path Fanout Max: 1
* kind of cell adding the most delay to the critical path: flip-flops
* delay contributed by the slowest stage of the critical path: 0.41 ns
* Crit. path cell count: 1
* worst setup path endpoint: exmemwritedataout[29]
* startpoint class of the critical path: flip-flop
* Crit path arrival time: 1.07 ns
* element type at the critical path end: output pin
* worst setup path start: exmemwritedataout[29]$_SDFF_PP0_

Logic synthesis
* Avg Synthesized Cell Area: 12.7 um^2
* async set-reset flop share out of synthesis: 0%
* sequential share of the synthesized area: 74.7%
* number of enable flip-flop cells: 0
* leading area contributor after synthesis: sky130_fd_sc_hd__dfxtp_1
* Post-synth area hogs: sky130_fd_sc_hd__dfxtp_1 75%, sky130_fd_sc_hd__nor2b_1 23%, sky130_fd_sc_hd__buf_2 1.6%, sky130_fd_sc_hd__clkbuf_1 0.27%
* cell area after technology mapping: 5470 um^2
* list of most frequent post-synthesis cells: 204 x sky130_fd_sc_hd__dfxtp_1, 204 x sky130_fd_sc_hd__nor2b_1, 18 x sky130_fd_sc_hd__buf_2
* synthesized chip area reported by yosys: 5470 um^2
* number of instances in the synthesized netlist: 430
* flops & latches, synth: 204
* Unique masters post-synth: 4
* ys flop type: sky130_fd_sc_hd__dfxtp_1
* yosys cell count: 430
* post-synth top area share: 74.7%
* Warnings, synthesis: 1

Final timing
* unrepaired setup endpoints after global routing: yes
* highest achievable clock rate: 790 MHz
* final worst setup slack: -0.265 ns
* slew at the pin closest to its max-slew limit: 0.259 ns
* number of endpoints failing setup at the final stage: 204
* Tmin final: 1.27 ns
* aggregate negative setup slack: -30.01 ns
* Worst Hold Slack: 0.0484 ns
* final cycle utilization of the critical path: 127%
* Final Max Slew Viols: 0
* hold violation total from the final report: 0
* worst relative slew slack: 82.7%

Final layout
* sequential standard cell area: 4150 um^2
* utilization after layout: 20.0%
* total area of multi-input combinational cells: 1280 um^2
* fin area: 10600 um^2
* Filler Cell Count: 5772
* share of final-layout standard cells stronger than drive strength 1: 35.3%
* Area Growth Syn to Fin: 93.4%

GRT
* initial antenna violation count: 2
* all-layer global routing usage: 6.98%
* pin count of the biggest net entering global routing: 53
* number of global-route vias before repair: 4747
* first-pass GRT wire length: 32600 um
* total congestion overflow after global routing: 0

Floorplan
* Die H: 252 um
* overall chip area: 63500 um^2
* placeable core area: 53000 um^2
* I/O Pins: 410
* Rows: 84
* Pre-Place Util: 10.3%
* width of the die: 252 um

Run
* max cap viols: 0
* count of tool warnings: 27

Run status
* violated checks: negative setup slack
* outcome: complete, but fails checks

Worst hold path
* worst hold path class: input pin to flip-flop
* worst min-delay path startpoint: reset

power groups by stage:
stage	clock network, mW	logic [mW]	registers, mW
6_report	9.72	1.75	8.71
5_1_grt	10.4	1.92	8.75
4_1_cts	10.2	1.79	8.71
routing by layer:
layer	share of wire, %	track usage (%)
met3	11	3.31
met4	3.3	2.09
met2	47	11.2
met5	0.12	0
met1	39	8.18
tightest hold or removal path, delay by kind of cell:
family | cells | cell delay, ns
and+or+nand+nor | 1 | 0.06
buffers and inverters | 2 | 0.28
cells by family (layout without fill, tap and decap cells):
logic type | Yosys count | after routing | share of synthesized area [%]
buf+inv | 22 | 478 | 1.92
simple gates | 204 | 204 | 23.4
flops | 204 | 204 | 74.7
what timing repair did:
item / in CTS / in global routing
pin swaps: 0 / 0
endpoints found under the setup margin: 204 / 204
gates resized: 726 / 17
hold buffers: 0 / 0
sequential cells by signal (all words and copies together) (netlist names):
signal	flops
exmemresultoutalu	64
exmemregwrite	1
exmemaddermuxselect	1
exmemzero	1
exmemmemwrite	1
exmemmemtoreg	1
exmemrd	5
exmembranch	1
exmemwritedataout	64
exmemmemread	1
exmemadderout	64
area by class of cell:
| cell class | count | area share, % |
|---|---|---|
| clock buffers | 30 | 6.19 |
| clock inverters | 15 | 2.11 |
| multi-input cells | 204 | 12.1 |
| flip-flops and latches | 204 | 39.3 |
| well taps | 688 | 8.14 |
| repair buffers | 433 | 32.2 |
metrics by stage:
step	std cells	total power [mW]
5_1_grt	1574	21.1
4_1_cts	1574	20.7
6_report	1574	20.2
2_1_floorplan	430	9.10
3_3_place_gp	1529	11.1
3_5_place_dp	1529	11.1
layout by cell type, fill, tap and decap left out, types with 6 or more instances in the layout:
| cell type | instances |
|---|---|
| sky130_fd_sc_hd__clkdlybuf4s50_1 | 204 |
| sky130_fd_sc_hd__nor2b_1 | 204 |
| sky130_fd_sc_hd__dfxtp_4 | 6 |
| sky130_fd_sc_hd__buf_6 | 15 |
| sky130_fd_sc_hd__dfxtp_1 | 161 |
| sky130_fd_sc_hd__buf_4 | 19 |
| sky130_fd_sc_hd__dfxtp_2 | 37 |
| sky130_fd_sc_hd__buf_2 | 190 |
| sky130_fd_sc_hd__clkbuf_16 | 25 |
worst min-delay path by stage:
stage / to / slack, ns / cells past startpoint
after CTS: exmemwritedataout[18]$_SDFF_PP0_ / 0.02 / 3
after global routing: exmemresultoutalu[13]$_SDFF_PP0_ / 0.04 / 3
final: exmemwritedataout[18]$_SDFF_PP0_ / 0.05 / 3
No activity file was given, so power comes from the tool's default toggle rates.
