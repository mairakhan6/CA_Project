## constraint.sdc

```tcl
current_design RISC_V_processor

set clk_period 196.3
set clk_io_pct 0.2

create_clock -name clk0 -period $clk_period [get_ports {clk}]

set non_clock_inputs [all_inputs -no_clocks]
set_input_delay [expr $clk_period * $clk_io_pct] -clock clk0 $non_clock_inputs
set_output_delay [expr $clk_period * $clk_io_pct] -clock clk0 [all_outputs]
```

## design.v

```verilog
`timescale 1ns / 1ps
module ALU_64_bit
(
input [63:0]a, b,
input [3:0] ALUOp,
output reg [63:0] Result,
output reg ZERO
);
localparam [3:0]
AND = 4'b0000,
OR = 4'b0001,
ADD = 4'b0010,
Sub = 4'b0110,
NOR = 4'b1100;
always @ (ALUOp, a, b)
begin
case (ALUOp)
AND: Result = a & b;
OR: Result = a | b;
ADD: Result = a + b;
Sub: Result = a - b;
NOR: Result = ~(a | b);
default: Result = 0;
endcase
if (Result == 0)
        ZERO = 1;
      else
        ZERO = 0;
end
endmodule
`timescale 1ns / 1ps
module Control_Unit
(
input [6:0] Opcode,
output reg Branch, MemRead, MemtoReg, MemWrite, ALUSrc, RegWrite,
output reg [1:0] ALUOp
);
always @ (Opcode)
begin
if (Opcode == 7'b0000011)
        begin
          ALUSrc = 1'b1;
          MemtoReg = 1'b1;
          RegWrite = 1'b1;
          MemRead = 1'b1;
          MemWrite = 1'b0;
          Branch = 1'b0;
          ALUOp =2'b00;
        end
      else if (Opcode == 7'b0100011)
        begin
          ALUSrc = 1'b1;
          MemtoReg = 1'bx;
          RegWrite = 1'b0;
          MemRead = 1'b0;
          MemWrite = 1'b1;
          Branch = 1'b0;
          ALUOp =2'b00;
        end
      else if (Opcode == 7'b0110011)
        begin
          ALUSrc = 1'b0;
          MemtoReg = 1'b0;
          RegWrite = 1'b1;
          MemRead = 1'b0;
          MemWrite = 1'b0;
          Branch = 1'b0;
          ALUOp =2'b10;
        end
      else if (Opcode == 7'b1100011)
        begin
          ALUSrc = 1'b0;
          MemtoReg = 1'bx;
          RegWrite = 1'b0;
          MemRead = 1'b0;
          MemWrite = 1'b0;
          Branch = 1'b1;
          ALUOp =2'b01;
        end
      else if (Opcode == 7'b0010011)
        begin
          ALUSrc = 1'b1;
          MemtoReg = 1'b0;
          RegWrite = 1'b1;
          MemRead = 1'b0;
          MemWrite = 1'b0;
          Branch = 1'b0;
          ALUOp =2'b00;
        end
end
endmodule
`timescale 1ns / 1ps
module Data_Memory
(
input [63:0] Mem_Addr,
input [63:0] Write_Data,
input clk, MemWrite, MemRead,
output reg [63:0] Read_Data,
 output [63:0] element1,
  output [63:0] element2,
  output [63:0] element3,
  output [63:0] element4,
  output [63:0] element5,
  output [63:0] element6,
  output [63:0] element7,
  output [63:0] element8
);
reg [7:0] DataMemory [255:0];
integer i;
initial
begin
for (i = 0;i<256;i = i + 1)begin
    DataMemory[i] = 0;
end
      DataMemory[0] = 8'd12;
      DataMemory[8] = 8'd222;
      DataMemory[16] = 8'd32;
      DataMemory[24] = 8'd43;
      DataMemory[32] = 8'd25;
      DataMemory[40] = 8'd16;
      DataMemory[48] = 8'd77;
      DataMemory[56] = 8'd58;
end
  assign element1 = {DataMemory[7],DataMemory[6],DataMemory[5],DataMemory[4],DataMemory[3],DataMemory[2],DataMemory[1],DataMemory[0]};
  assign element2 = {DataMemory[15],DataMemory[14],DataMemory[13],DataMemory[12],DataMemory[11],DataMemory[10],DataMemory[9],DataMemory[8]};
  assign element3 = {DataMemory[23],DataMemory[22],DataMemory[21],DataMemory[20],DataMemory[19],DataMemory[18],DataMemory[17],DataMemory[16]};
  assign element4 = {DataMemory[31],DataMemory[30],DataMemory[29],DataMemory[28],DataMemory[27],DataMemory[26],DataMemory[25],DataMemory[24]};
  assign element5 = {DataMemory[39],DataMemory[38],DataMemory[37],DataMemory[36],DataMemory[35],DataMemory[34],DataMemory[33],DataMemory[32]};
  assign element6 = {DataMemory[47],DataMemory[46],DataMemory[45],DataMemory[44],DataMemory[43],DataMemory[42],DataMemory[41],DataMemory[40]};
  assign element7 = {DataMemory[55],DataMemory[54],DataMemory[53],DataMemory[52],DataMemory[51],DataMemory[50],DataMemory[49],DataMemory[48]};
  assign element8 = {DataMemory[63],DataMemory[62],DataMemory[61],DataMemory[60],DataMemory[59],DataMemory[58],DataMemory[57],DataMemory[56]};
always @ (*)
begin
if (MemRead)
Read_Data =
{DataMemory[Mem_Addr+7],DataMemory[Mem_Addr+6],DataMemory[Mem_Addr+5],DataMemory[Mem_Addr+4],DataMemory[Mem_Addr+3],DataMemory[Mem_Addr+2],DataMemory[Mem_Addr+1],DataMemory[Mem_Addr]};
end
always @ (posedge clk)
begin
if (MemWrite)
begin
DataMemory[Mem_Addr] = Write_Data[7:0];
DataMemory[Mem_Addr+1] = Write_Data[15:8];
DataMemory[Mem_Addr+2] = Write_Data[23:16];
DataMemory[Mem_Addr+3] = Write_Data[31:24];
DataMemory[Mem_Addr+4] = Write_Data[39:32];
DataMemory[Mem_Addr+5] = Write_Data[47:40];
DataMemory[Mem_Addr+6] = Write_Data[55:48];
DataMemory[Mem_Addr+7] = Write_Data[63:56];
end
end
endmodule
`timescale 1ns / 1ps
module InsParser
(
input [31:0] instruction,
output [6:0] opcode,
output [4:0] rd,
output [2:0] funct3,
output [4:0] rs1,
output [4:0] rs2,
output [6:0] funct7
);
assign opcode = instruction [6:0];
assign rd = instruction [11:7];
assign funct3 = instruction [14:12];
assign rs1 = instruction [19:15];
assign rs2 = instruction [24:20];
assign funct7 = instruction [31:25];
endmodule
`timescale 1ns / 1ps
module Instruction_Memory
(
input [63:0] Inst_Address,
output reg [31:0] Instruction
);
reg [7:0] inst_mem [87:0];
initial
begin
{inst_mem[3], inst_mem[2], inst_mem[1], inst_mem[0]} = 32'h00000913; 
      {inst_mem[7], inst_mem[6], inst_mem[5], inst_mem[4]} = 32'h00000433; 
      {inst_mem[11], inst_mem[10], inst_mem[9], inst_mem[8]} = 32'h04b40863; 
      {inst_mem[15], inst_mem[14], inst_mem[13], inst_mem[12]} = 32'h00800eb3; 
      {inst_mem[19], inst_mem[18], inst_mem[17], inst_mem[16]} = 32'h000409b3; 
      {inst_mem[23], inst_mem[22], inst_mem[21], inst_mem[20]} = 32'h013989b3; 
      {inst_mem[27], inst_mem[26], inst_mem[25], inst_mem[24]} = 32'h013989b3; 
      {inst_mem[31], inst_mem[30], inst_mem[29], inst_mem[28]} = 32'h013989b3; 
      {inst_mem[35], inst_mem[34], inst_mem[33], inst_mem[32]} = 32'h02be8663; 
      {inst_mem[39], inst_mem[38], inst_mem[37], inst_mem[36]} = 32'h001e8e93; 
      {inst_mem[43], inst_mem[42], inst_mem[41], inst_mem[40]} = 32'h00898993; 
      {inst_mem[47], inst_mem[46], inst_mem[45], inst_mem[44]} = 32'h00093d03; 
      {inst_mem[51], inst_mem[50], inst_mem[49], inst_mem[48]} = 32'h0009bd83; 
      {inst_mem[55], inst_mem[54], inst_mem[53], inst_mem[52]} = 32'h01bd4463; 
      {inst_mem[59], inst_mem[58], inst_mem[57], inst_mem[56]} = 32'hfe0004e3; 
      {inst_mem[63], inst_mem[62], inst_mem[61], inst_mem[60]} = 32'h01a002b3; 
      {inst_mem[67], inst_mem[66], inst_mem[65], inst_mem[64]} = 32'h01b93023; 
      {inst_mem[71], inst_mem[70], inst_mem[69], inst_mem[68]} = 32'h0059b023; 
      {inst_mem[75], inst_mem[74], inst_mem[73], inst_mem[72]} = 32'hfc000ce3; 
      {inst_mem[79], inst_mem[78], inst_mem[77], inst_mem[76]} = 32'h00140413; 
      {inst_mem[83], inst_mem[82], inst_mem[81], inst_mem[80]} = 32'h00890913; 
      {inst_mem[87], inst_mem[86], inst_mem[85], inst_mem[84]} = 32'hfa000ae3; 
end
always @(Inst_Address)
begin
Instruction[7:0] = inst_mem[Inst_Address+0];
      Instruction[15:8] = inst_mem[Inst_Address+1];
      Instruction[23:16] = inst_mem[Inst_Address+2];
      Instruction[31:24] = inst_mem[Inst_Address+3];
end
endmodule
`timescale 1ns / 1ps
module Mux
(
input [63:0] a,
input [63:0] b,
input sel,
output reg [63:0] data_out
);
always @ (a, b, sel)
begin
if (!sel)
data_out = a;
else
data_out = b;
end
endmodule
`timescale 1ns / 1ps
module Program_Counter
(
input clk,reset,
input [63:0] PC_In,
output reg [63:0] PC_Out
);
initial
PC_Out=64'd0;
always @ (posedge clk or posedge reset)
begin
if (reset)
PC_Out=64'd0;
else
PC_Out=PC_In;
end
endmodule
`timescale 1ns / 1ps
module RISC_V_processor(
input clk,
input reset,
output wire [63:0] pc_out,
output wire [63:0] adder1_out,
output wire [63:0] adder2_out,
output wire [63:0] pc_in,
output wire zero,
output wire [31:0] instruction,
output wire [6:0] opcode,
output wire [4:0] rd,
output wire [2:0] funct3,
output wire [4:0] rs1,
output wire [4:0] rs2,
output wire [6:0] funct7,
output wire [63:0]writedata,
output wire [63:0]readdata1,
output wire [63:0]readdata2,
output wire branch, memread, memtoreg, memwrite, alusrc, regwrite,
output wire [1:0] aluop,
output wire [63:0] immdata,
output wire [63:0] mux2out,
output wire [3:0] operation,
output wire [63:0] aluout,
output wire [63:0] datamemoryreaddata,
output wire [63:0] element1,
  output wire [63:0] element2,
  output wire [63:0] element3,
  output wire [63:0] element4,
  output wire [63:0] element5,
  output wire [63:0] element6,
  output wire [63:0] element7,
  output wire [63:0] element8
    );
wire branch_finale;
wire [3:0] funct;    
Adder a1(pc_out, 64'd4, adder1_out);
Mux m1(adder1_out, adder2_out,(branch&&branch_finale) , pc_in);
Program_Counter pc(clk, reset, pc_in,pc_out);
Instruction_Memory im(pc_out, instruction);
InsParser ip(instruction, opcode, rd, funct3, rs1, rs2, funct7);
Control_Unit cu(opcode, branch, memread, memtoreg, memwrite, alusrc, regwrite, aluop);
registerFile rf(writedata, rs1, rs2, rd, regwrite, clk, reset, readdata1, readdata2);
ImmGen imm_gen(instruction, immdata);
Mux m2(readdata2, immdata, alusrc, mux2out);
assign funct = {instruction[30], instruction[14:12]};
ALU_Control alu_c(aluop, funct, operation);
Adder a2(pc_out, immdata*2, adder2_out);
ALU_64_bit alu(readdata1, mux2out, operation, aluout, zero);
Data_Memory dm(aluout, readdata2, clk, memwrite, memread, datamemoryreaddata,element1,element2,element3,element4,element5,element6,element7,element8);
Mux m3(aluout, datamemoryreaddata, memtoreg, writedata);
branching_unit bu(funct3, readdata1, mux2out, branch_finale);
endmodule
`timescale 1ns / 1ps
module Adder
(
input [63:0] a,b,
output reg [63:0] out
);
always @ (a or b)
out=a+b;
endmodule
`timescale 1ns / 1ps
module ALU_Control
(
input [1:0] ALUOp,
input [3:0] Funct,
output reg [3:0] Operation
);
always @ (ALUOp or Funct)
begin
case(ALUOp)
2'b00: Operation = 4'b0010;
2'b01: Operation = 4'b0110;
2'b10:
begin
case(Funct)
4'b0000: Operation = 4'b0010;
4'b1000: Operation = 4'b0110;
4'b0111: Operation = 4'b0000;
4'b0110: Operation = 4'b0001;
endcase
end
endcase
end
endmodule
`timescale 1ns / 1ps
module branching_unit
  (
   input [2:0] funct3,
    input [63:0] readData1,
    input [63:0] b,
   output reg addermuxselect
  );
  initial
    begin
      addermuxselect = 1'b0;
    end
  always @(*)
	begin
      case (funct3)
        3'b000:
          begin
            if (readData1 == b)
              addermuxselect = 1'b1;
            else
              addermuxselect = 1'b0;
            end
         3'b100:
    		begin
              if (readData1 < b)
              addermuxselect = 1'b1;
            else
              addermuxselect = 1'b0;
            end
        3'b101:
          begin
            if (readData1 > b)
          	addermuxselect = 1'b1;
           else
              addermuxselect = 1'b0;
          end    
      endcase
     end
endmodule
`timescale 1ns / 1ps
module ImmGen
(
input [31:0] ins,
output reg [63:0] imm_data
);
reg [11:0] ld_imm;
reg [11:0] sd_imm;
reg [11:0] br_imm;
wire [1:0] sel;
assign sel = ins [6:5];
localparam [1:0]
ld_ins = 2'b00,
sd_ins = 2'b01,
br_ins = 2'b11;
always @ (ins)
begin
case (sel)
ld_ins:
begin
ld_imm = ins [31:20];
imm_data = {{52{ins[31]}}, ld_imm};
end
sd_ins:
begin
sd_imm = {ins [31:25], ins[11:7]};
imm_data = {{52{ins[31]}}, sd_imm};
end
br_ins:
begin
br_imm = {ins [31], ins [7], ins [30:25], ins [11:8]};
imm_data = {{52{ins[31]}}, br_imm};
end
default: imm_data = 64'h0000000000000000;
endcase
end
endmodule
module registerFile
(
    input clk, reset, RegWrite,
    input [63:0] WriteData,
    input [4:0] RS1, RS2, RD,
    output reg [63:0] ReadData1, ReadData2,
    output [63:0] r1,
    output [63:0] r2,
    output [63:0] r3,
    output [63:0] r4,
    output [63:0] r5
);
reg [63:0] Registers [31:0];
integer i;
initial
begin
    for (i = 0; i < 32; i = i + 1)
            Registers[i] = 64'd0;
    Registers[12] = 64'd7;
    Registers[13] = 64'd8;
end
always @(negedge clk ) begin
    if (RegWrite) begin
        Registers[RD] = WriteData;
    end
end
always@(*) begin
    ReadData1 = reset ? 0 : Registers[RS1];
    ReadData2 = reset ? 0 : Registers[RS2];
end
  assign r1 = Registers[11];
  assign r2 = Registers[12];
  assign r3 = Registers[13];
  assign r4 = Registers[14];
  assign r5 = Registers[15];
endmodule
```

## run.sh

```bash
#!/bin/bash
# OpenROAD 26Q1-2900-gdf79404cd8, Yosys 0.63+post, stock flow scripts
make -C /OpenROAD-flow-scripts/flow DESIGN_CONFIG=/design/flow/config.mk WORK_HOME=/design/flow/orfs finish
```

## config.mk

```make
export PLATFORM = sky130hd
export DESIGN_NAME = RISC_V_processor
export DESIGN_NICKNAME = RISC_V_processor
export VERILOG_FILES = /design/flow/design.v
export SDC_FILE = /design/flow/constraint.sdc
export NUM_CORES = 4
export LEC_CHECK = 1
export CORE_UTILIZATION = 30
export SYNTH_MEMORY_MAX_BITS = 65536
```

==> qor.rpt <==
LOGIC SYNTHESIS
-----------------------------------------------------------------------------------------
Mapped Cells                                                                        16710
Synth cell count leaders                                                     sky130_fd_sc_hd__nand2_1, sky130_fd_sc_hd__nor2_1, sky130_fd_sc_hd__nand3_1
Number of register bits inferred by synthesis                                        1431
Proportion of register bits with asynchronous set or reset after synthesis        0.04403
Synthesis Warnings                                                                     18
Number of enable-type register cells in the synthesized netlist                      1295
Cell Type Count                                                                       108
Most used flip-flop cell after synthesis                                     sky130_fd_sc_hd__edfxtp_1
Post-synthesis instance area                                                 0.1352 sq mm
Cell type with the highest aggregate area in the netlist                     sky130_fd_sc_hd__edfxtp_1
Yosys Chip Area                                                              0.1352 sq mm
Cells taking the most area after synthesis                                   sky130_fd_sc_hd__edfxtp_1, sky130_fd_sc_hd__nand2_1, sky130_fd_sc_hd__mux4_2
Synth Area per Inst                                                           8.092 sq um
Largest type area fraction                                                         0.2875
Cell count listed in synth_stat.txt                                                 16710
Most instantiated library cell after synthesis                               sky130_fd_sc_hd__nand2_1

FINAL TIMING
-----------------------------------------------------------------------------------------
Register pins left without a clock                                                     73
Endpoints left unconstrained                                                          147

FLOORPLANNING
-----------------------------------------------------------------------------------------
IO Count                                                                             1295
Height of the die                                                                673.4 um
Starting density of the core                                                       0.3014
Die width                                                                        673.4 um
Row Count                                                                             246

PLACED DESIGN
-----------------------------------------------------------------------------------------
Pre-CTS setup slack                                                             -71.46 ns
Final HPWL DP                                                                   960300 um
Final Wtd Congestion                                                                1.194
Port bufs                                                                             984

OUTCOME
-----------------------------------------------------------------------------------------
Error text reported by the tool                                              [ERROR DPL-0036] Detailed placement failed.
Stage where the flow stopped                                                 clock tree synthesis (4_1_cts)
Status                                                                       stopped before the end

==> stage by stage <==
stage                     std cells  hold slack [ns]  instance area, sq um
after detailed placement      22210           0.8069                145800
after floorplan               17030           -97.57                136400
after global placement        22210           0.8141                145800
==> cells by family after synthesis <==
family / Yosys count / share of synthesized area
flip-flops: 1358 / 0.2992
multiplexers: 2055 / 0.2118
AND-OR/OR-AND: 2212 / 0.1173
XOR/XNOR: 188 / 0.01309
latches: 73 / 0.008105
AND/OR/NAND/NOR: 8661 / 0.2662
adder cells (fa/ha/maj): 140 / 0.01312
buffers and inverters: 2024 / 0.07117
other: 1 / 0.00002773
