==> design.v <==
`timescale 1ns / 1ps
module idexreg(
input clk,
input reset,
input  [63:0]ifidpc_out,readdata1,readdata2, imm,
input  [4:0] rs1, rs2, rd,
input  [3:0] funct3,
input  branch, memread, memtoreg, memwrite, regwrite, alusrc,
input  [1:0] aluop,
output reg [63:0]idexpc_out,idexreaddata1,idexreaddata2, ideximm,
output reg [4:0] idexrs1, idexrs2, idexrd,
output reg [3:0] idexfunct3,
output reg idexbranch, idexmemread, idexmemtoreg, idexmemwrite, idexregwrite, idexalusrc,
output reg [1:0] idexaluop
    );
always @(posedge clk) begin
    if (reset == 1'b1)begin
        idexpc_out = 0;
        idexreaddata1 = 0;
        idexreaddata2 = 0;
        ideximm = 0;
        idexrs1 = 0;
        idexrs2 = 0;
        idexrd = 0;
        idexfunct3 = 0;
        idexbranch = 0;
        idexmemread = 0;
        idexmemtoreg = 0;
        idexmemwrite = 0;
        idexregwrite = 0;
        idexalusrc = 0;
        idexaluop = 0;
        end
    else begin
        idexpc_out = ifidpc_out;
        idexreaddata1 = readdata1;
        idexreaddata2 = readdata2;
        ideximm = imm;
        idexrs1 = rs1;
        idexrs2 = rs2;
        idexrd = rd;
        idexfunct3 = funct3;
        idexbranch = branch;
        idexmemread = memread;
        idexmemtoreg = memtoreg;
        idexmemwrite = memwrite;
        idexregwrite = memwrite;
        idexalusrc = alusrc;
        idexaluop = aluop;
        end
    end
endmodule
==> run.sh <==
#!/bin/bash
# OpenROAD 26Q1-2900-gdf79404cd8, Yosys 0.63+post, stock flow scripts
make -C /OpenROAD-flow-scripts/flow DESIGN_CONFIG=/design/flow/config.mk WORK_HOME=/design/flow/orfs finish
==> config.mk <==
export PLATFORM = sky130hd
export DESIGN_NAME = idexreg
export DESIGN_NICKNAME = idexreg
export VERILOG_FILES = /design/flow/design.v
export SDC_FILE = /design/flow/constraint.sdc
export NUM_CORES = 4
export LEC_CHECK = 1
export CORE_AREA = 10 10 283 283
export DIE_AREA = 0 0 293 293
==> constraint.sdc <==
current_design idexreg

set clk_period 1.0
set clk_io_pct 0.2

create_clock -name clk0 -period $clk_period [get_ports {clk}]

set non_clock_inputs [all_inputs -no_clocks]
set_input_delay [expr $clk_period * $clk_io_pct] -clock clk0 $non_clock_inputs
set_output_delay [expr $clk_period * $clk_io_pct] -clock clk0 [all_outputs]
==> out/metrics.yaml <==
timing:
  worst_pin_slew_ns: 0.277
  slew_violations: 0
  fin_setup_tns_ns: -52.23
  layout_setup_ws_ns: -0.259
  rsz0062_at_grt: "yes"
  period_needed_ns: 1.26
  max_freq_ghz: 0.794
  maxSlewHeadroom_pct: 81.6
  hold_viol: 0
  post-route-period-util_pct: 126
  setup_violations: 283
worst_setup_path:
  crit_type: "reg -> out"
  critPathArrivalTime_ns: 1.06
  critPathTopFamily: "flip-flops"
  cp.required_ns: 0.80
  path_cells: "buf_2"
  start_kind: "flop"
  cp_max_fo: 1
  slowest_delay_ns: 0.37
  endpoint_kind: "output pin"
  startpoint: "idexreaddata1[14]"
  crit_buf_inv: 1
  crit_slowest_cell: "dfxtp_2"
route:
  via_per_inst: 2.84
  totalWireLength_mm: 32.3
  dr.max_layer_used: "met5"
  drc: 0
  drt_first_pass_iters: 4
  routedWlPerCell_um: 14.7
  drt.antenna.violating_nets: 0
  wl_met1_mm: 11.9
  dr_wl_met2_mm: 14.6
  drt-initial-drc-count: 95
  wl_met3_mm: 4.63
  antennaDiodeCount: 0
  via_count: 6220
synthesis:
  synthesis.instances: 596
  synth.top_cell.area_share_pct: 74.6
  topCellsByArea: "dfxtp_1, nor2b_1, buf_2, buf_4"
  syn_avg_cell_area_sq_um: 12.7
  adder_share_pct: 0
  xor_share_pct: 0
  ys_sh_aoi_pct: 0
  topCombFamilyByArea: "simple AND/OR/NAND/NOR gates"
  mux_area_share_pct: 0
  simple_gate_share_pct: 23.3
  seq_area_frac_synth_pct: 74.6
  largest_area_cell: "dfxtp_1"
  synth_warnings: 1
  ys_cells: 596
  ys_seq_elements: 282
  synthesis.area_sq_um: 7570
  synth_cell_type_count: 4
  yosys_area_sq_um: 7570
floorplan:
  floorplan.die_area_sq_um: 85800
  die_h_um: 293
  floorplan.core_util_pct: 10.2
  die-width_um: 293
  coreArea_sq_um: 74200
  rows: 100
  num_io_pins: 568
global_routing:
  grt_max_degree: 43
  antenna_found_initial: 6
  grt_pass1_wl_mm: 44.9
  gr-total-overflow: 0
  grt_pass1_vias: 6604
  track_usage_pct: 7.04
worst_hold_path:
  worst_hold_path.endpoint: "ideximm[19]"
  hold_path_depth: 3
  hp-class: "in -> reg"
  min_from: "reset"
placement:
  preCtsSetupSlack_ns: -0.238
  dpl.hpwl_mm: 26.7
  dp_cells: 2132
  place_area_sq_um: 14600
  port_buffers: 566
  gp_congestion: 0.854
cts:
  cts_buffers: 31
  cts_buffer_depth: 3
  cts-htree-levels: 1
  cts_tree: "built"
  clkSinkCount: 282
  cts_root_buf: "clkbuf_16"
  clkTransAtPathRegs_ns: 0.06
cells_and_area:
  fin_cells: 2190
  fin_util_pct: 19.3
  syn_to_final_growth_pct: 89.4
  final_cell_area_sq_um: 14300
  drive_above_1_share_pct: 35.4
run_status:
  violations: "setup timing"
  status: "complete, but fails checks"
pwr:
  irDropWorstVdd_mv: 1.18
  powerDensity_nw_per_um2: 1770
  p_leak_uw: 0.00613
run:
  cap_violations: 0
  warnings: 28
## registers in the layout, indices dropped and copies added, names as in the netlist
name           count
idexrs1            5
idexrd             5
idexalusrc         1
ideximm           64
idexpc_out        64
idexbranch         1
idexregwrite       1
idexaluop          2
idexmemtoreg       1
idexreaddata1     64
idexrs2            5
idexmemread        1
idexreaddata2     64
idexfunct3         4
## worst max path at each step
stage	slack, ns	endpoint	cells past startpoint
CTS	-0.33	idexreaddata1[32]	1
global route	-0.33	idexreaddata1[32]	1
finish	-0.26	idexreaddata1[14]	1
## stage by stage
step | power [uW] | hold WS, ns
global placement | 15300 | 0.456
floorplan | 12600 | 0.328
finish | 25400 | 0.0673
global route | 26500 | 0.0732
CTS | 25900 | 0.0452
detailed placement | 15300 | 0.456
## final cells by class
class	instances	area (sq um)
multi-input combinational	282	1760
clock inverter	21	160
sequential	282	5730
timing repair buffer	600	4650
fill	8083	59900
tap	969	1210
clock buffer	36	825
## what timing repair did
action,4_1_cts,5_1_grt
pin swaps,0,0
endpoints found under the setup margin,283,283
hold buffers,1,0
resized,995,21
hold endpoints to repair,3,0
buffers inserted,0,0
## layer usage
| layer | global-route usage [%] | vias up |
|---|---|---|
| li1 | - | 2994 |
| met1 | 7.62 | 2764 |
| met2 | 11.5 | 403 |
| met3 | 4.07 | 51 |
| met4 | 2.14 | 8 |
| met5 | 0 | - |
## Yosys cell counts, drive strengths merged
cell,count
dfxtp,282
buf,32
nor2b,282
## cell usage in the layout (no fill, tap or decap), drive strengths merged
cell / count
clkinvlp: 3
clkbuf: 37
buf: 316
clkinv: 13
bufinv: 1
dlygate4sd3: 1
dfxtp: 282
nor2b: 282
clkdlybuf4s50: 282
inv: 4
## cell families (layout without fill, tap and decap cells)
kind of cell  after synthesis  after routing
flops                     282            282
simple gates              282            282
buf+inv                    32            657
## power breakdown
| part | total, uW | internal [uW] | switching [uW] |
|---|---|---|---|
| Clock | 10900 | 6180 | 4760 |
| Combinational | 2430 | 1750 | 688 |
| Sequential | 12000 | 11900 | 153 |
Power figures rest on the tool's default switching activity, not on a simulated workload.
